**flow/run.sh**
```bash
#!/bin/bash
# OpenROAD 26Q1-2900-gdf79404cd8, Yosys 0.63+post, stock flow scripts
make -C /OpenROAD-flow-scripts/flow DESIGN_CONFIG=/design/flow/config.mk WORK_HOME=/design/flow/orfs finish
```
**flow/constraint.sdc**
```tcl
current_design top

set clk_period 1.2
set clk_io_pct 0.2

create_clock -name clk0 -period $clk_period [get_ports {clk_i}]
create_clock -name clk1 -period $clk_period [get_ports {rst_i}]

set non_clock_inputs [all_inputs -no_clocks]
set_input_delay [expr $clk_period * $clk_io_pct] -clock clk0 $non_clock_inputs
set_output_delay [expr $clk_period * $clk_io_pct] -clock clk0 [all_outputs]
```
**flow/design.v**
```verilog
`timescale 1ns / 1ns
`timescale 1ns / 1ns
module debounce #(parameter DEL = 50) (input clk_i, rst_i, btn_i, output btn_o);
    integer counter;
    reg btn_state;
    assign btn_o = btn_state;
    always @(posedge clk_i, posedge rst_i) begin
        if(rst_i) begin
            counter <= 0;
            btn_state <= 0;
        end
        else if(clk_i && (!btn_state) && btn_i) begin
            btn_state <= 1;
        end
        else if(clk_i) begin
            if(btn_state && counter < DEL) begin
                counter <= counter + 1;
            end
            else begin
                counter <= 0;
                btn_state <= 0;
            end
        end
    end
endmodule
`timescale 1ns / 1ns
module div #(parameter NDIV = 3)(
    input clk_i,
    input rst_i,
    output reg clk_o
);
integer counter = 0;
always @(posedge clk_i, posedge rst_i) begin
    if(rst_i) begin
        counter <= 0;
        clk_o <= 0;
    end
    else if(clk_i) begin
        counter <= counter + 1;
        if(counter == NDIV/2) begin
            clk_o = 1;
        end
        else if(counter == NDIV - 1) begin
            counter <= 0;
            clk_o <= 0;    
        end
    end
end
endmodule
`timescale 1ns / 1ns
module display(input clk_i, input rst_i, input [5:0] hour_i, input [5:0] min_i, output reg [7:0] led7_seg_o, output reg [7:0] led7_an_o);
    function [7:0] seg_char;
        input [3:0] data;
        begin
            case (data)
                4'b0000 : seg_char = 8'b0000_0011;    
                4'b0001 : seg_char = 8'b1001_1111;    
                4'b0010 : seg_char = 8'b0010_0101;    
                4'b0011 : seg_char = 8'b0000_1101;    
                4'b0100 : seg_char = 8'b1001_1001;    
                4'b0101 : seg_char = 8'b0100_1001;    
                4'b0110 : seg_char = 8'b0100_0001;    
                4'b0111 : seg_char = 8'b0001_1111;    
                4'b1000 : seg_char = 8'b0000_0001;    
                4'b1001 : seg_char = 8'b0000_1001;    
                4'b1010 : seg_char = 8'b0001_0001;    
                4'b1011 : seg_char = 8'b1100_0001;    
                4'b1100 : seg_char = 8'b0110_0011;    
                4'b1101 : seg_char = 8'b1000_0101;    
                4'b1110 : seg_char = 8'b0110_0001;    
                4'b1111 : seg_char = 8'b0111_0001;    
                default : seg_char = 8'b1111_1111;    
            endcase
        end
    endfunction
    reg [2:0] digit;
    always @(posedge clk_i, posedge rst_i) begin
        if(rst_i) begin
            digit <= 0;
            led7_seg_o <= 8'b11111111;
            led7_an_o <= 8'b11111110;
        end
        else if(clk_i) begin
            if(digit >= 7)
                digit <= 0;
            else
                digit <= digit + 1;
            led7_an_o <= ~(1 << digit);
            case(digit)
                0: led7_seg_o <= seg_char(min_i % 10);
                1: led7_seg_o <= seg_char(min_i / 10);
                2: led7_seg_o <= 8'b11111110;
                3: led7_seg_o <= seg_char(hour_i % 10);
                4: led7_seg_o <= seg_char(hour_i / 10);
                5: led7_seg_o <= 8'b11111111;
                6: led7_seg_o <= 8'b11111111;
                7: led7_seg_o <= 8'b11111111;
            endcase
        end
    end
endmodule
module top #(parameter TPS = 10) (input clk_i, input btnl_i, input btnr_i, input btnu_i,  input rst_i, output [7:0] led7_seg_o, output [7:0] led7_an_o);
    wire inc_hour, inc_minute, speedup;
    debounce #(50) l_db(clk_i, rst_i, btnl_i, inc_hour);
    debounce #(50) r_db(clk_i, rst_i, btnr_i, inc_minute);
    debounce #(50) u_db(clk_i, rst_i, btnu_i, speedup);
    reg [5:0] h_val, m_val, s_val;
    display disp(clk_i, rst_i, h_val, m_val, led7_seg_o, led7_an_o);
    integer tick_counter;
    initial $dumpvars(0, h_val, m_val, s_val);
    always @(posedge rst_i) begin
        if(rst_i) begin
            h_val <= 0;
            m_val <= 0;
            s_val <= 0;
            tick_counter <= 0;
        end
    end
    always @(posedge clk_i) begin
        if(tick_counter >= (speedup ? 1 : TPS - 1)) begin
            tick_counter <= 0;
            if(s_val >= 59) begin
                s_val <= 0;
                m_val <= m_val + 1;
            end
            else begin
                s_val <= s_val + 1;
            end
            if(m_val >= 59 && s_val >= 59) begin
                m_val <= 0;
                h_val <= h_val + 1;
            end
            if(h_val >= 23 && m_val >= 59 && s_val >= 59) begin
                h_val <= 0;
                m_val <= 0;
                s_val <= 0;
            end
        end
        else begin
            tick_counter <= tick_counter + 1;
            if(tick_counter % (TPS / 5) == 0 && btnl_i == 1) begin
                if(h_val < 23)
                    h_val <= h_val + 1;
                else
                    h_val <= 0;
            end
            if(tick_counter % (TPS / 5) == 0 && btnr_i == 1) begin
                if(m_val < 59)
                    m_val <= m_val + 1;
                else
                    m_val <= 0;
            end
        end
    end
endmodule
```
**flow/config.mk**
```make
export PLATFORM = sky130hd
export DESIGN_NAME = top
export DESIGN_NICKNAME = top
export VERILOG_FILES = /design/flow/design.v
export SDC_FILE = /design/flow/constraint.sdc
export NUM_CORES = 4
export LEC_CHECK = 1
export CORE_AREA = 10 10 70 70
export DIE_AREA = 0 0 80 80
```
==> summary.txt <==
Results of the flow run.

The placed instances occupy a cell area of 736 µm². In the global route stage, overall resource usage came out at 0.0356. The number of antenna violations at the first check in global routing was 0. The cell-mix breakdown from Yosys lists the XOR/XNOR area share as 0. The cell leakage power stands at 0.446 nW. In this run the count of I/O pins placed on the die edge is 21. After synthesis, the share of cell area in mux cells is 0.0274. The DRC violation count after routing stands at 0. The total area of sequential cells stands at 337 µm². The register share after synthesis stands at 0.614. STA classifies the critical path endpoint as a primary output. In the final layout, the multi-input gates occupy 153 µm². Hold is met by 347 ps. Warnings raised by the tools during the run amount to 48.

met3 is the most crowded layer. The die outline width stands at 80 µm. The registers of the reported paths see a clock transition of 80 ps. For this run, the detailed router's first-pass iteration total came to 4. The via count of the first global-routing pass stands at 449. The count of port buffers added during placement stands at 15.

Antenna repair during routing inserted a diode count of 0. Of the cells placed in the final design, the portion with a size suffix greater than 1 is 0.500. The flow ran to the end, but the final reports show violations. The synthesized design contains 13 register bits.

The tool flagged a number of max-cap violations equal to 0. IR analysis of the VDD net gives a maximum drop of 0.359 mV. The cell count in the Yosys report stands at 43. Per the synthesis report, the AND-OR/OR-AND share of the synthesized area is 0.0251. The routed via count divided by cell count stands at 3.17. The share of the core filled by cells before placement stands at 0.160.

The routing usage on met2 stands at 0.0321. TritonCTS built the clock tree. In the final layout, the fill cell count is 371. The vertical die dimension reported for this design is 80 µm. The number of pins with negative max-slew slack in the final report stands at 0. The arrival time of the worst setup path stands at 980 ps.

STA classifies the critical path startpoint as a flip-flop. The placer congestion estimate stands at 0.737. The post-route worst setup slack stands at -20.1 ps. The largest net degree at the start of global routing stands at 8. Among the non-sequential cells, adder cells take the most area. The met1 track demand over resource in global routing stands at 0.0289. The checks that failed: negative setup slack.

The number of vias after detailed routing stands at 393. The cell-mix breakdown from Yosys lists the simple-gate area share as 0.0662. The hold violation count in the final report stands at 0.

The count of endpoints failing setup in the final report stands at 5. Overall power consumption after layout is estimated at 1.22 mW. Per the post-route antenna check, the number of violating nets is 0.

In the final timing run, aggregate negative setup slack is -89.6 ps. The setup path with the least slack is of type flip-flop to primary output. After routing the design area is 795 µm². Compared with the post-synthesis result, the final layout area differs by 45.0%.

The floorplan step defined a die boundary enclosing 6400 µm². The routed length per instance stands at 8.79 µm. The half-perimeter wire length of the detailed placement result stands at 711 µm. The area inside the core boundary stands at 3420 µm². The mean cell area of the mapped netlist stands at 12.7 µm². Once iteration 0 of detailed routing completed, the report listed 29 DRC markers. The area share of fa/ha/maj cells after synthesis stands at 0.137. The synthesis report lists the Yosys warning total as 72. The netlist uses 12 different library cells. Synthesis handed over a netlist of 43 instances. The required time at the worst endpoint is listed as 960 ps. Summed over all layers, the routed wires come to 1090 µm.

Setup repair after global routing could not meet its margin everywhere. The report lists the power per cell area as 1540 nW/µm². For met3 alone, demand over resource in global routing was 0.0659. The worst setup skew after layout stands at 13.3 ps. The top fanout value on the critical path stands at 5. The yosys-reported design area after synthesis stands at 548 µm². Note that the worst hold path type here is clock port to async pin.

The end-of-flow core utilization stands at 0.233. The post-synth design cell area stands at 548 µm². Global routing finished with a remaining overflow of 0. After floorplanning, the core was divided into 21 placement rows. The global-route wire length before repair stands at 1700 µm.
## critical path: stages, from the launching register on
cell     delay [ps]
dfstp_2         540
buf_6           100
buf_2            90
## cells by family (layout without fill, tap and decap cells)
logic type | after synthesis | after routing
adders and majority gates | 6 | 6
and+or+nand+nor | 8 | 8
DFF | 13 | 13
muxes | 1 | 1
AOI/OAI and AO/OA | 2 | 2
buffers and inverters | 12 | 47
other | 1 | 1
## synthesized netlist by cell type
cell / count / area (µm²)
buf_4: 6 / 45.0
a311oi_1: 1 / 8.76
nor2_1: 1 / 3.75
dfstp_2: 9 / 236
conb_1: 1 / 3.75
nand3_2: 1 / 10.0
mux2_4: 1 / 15.0
nand2_1: 6 / 22.5
dfrtp_1: 4 / 100
o21ai_0: 1 / 5.00
inv_1: 6 / 22.5
ha_1: 6 / 75.1
## metrics by stage
| stage | instances | setup slack [ps] |
|---|---|---|
| after floorplan | 43 | 0.983 |
| after global placement | 101 | -56.1 |
| after detailed placement | 101 | -66.9 |
| after CTS | 124 | -31.6 |
| after global routing | 124 | -57.6 |
| final | 124 | -20.1 |
## per-layer routing
metal  vias up  part of all wire
met5         -                 0
met4         0                 0
met3         0              0.23
met1       174              0.42
li1        193                 -
met2        26              0.35
## report_power, final
group	total, mW	internal, mW	leakage (nW)	switching (mW)
clock network	0.742	0.307	0.103	0.434
registers	0.482	0.482	0.149	0
logic	0.000136	0	0.194	0.000136
## cells in the final DEF, fill, tap and decap left out, drive strengths merged
cell type	n
ha	6
a311oi	1
clkbuf	13
conb	1
nand2	6
nor2	1
nand3	1
o21ai	1
dfstp	9
dlygate4sd2	1
inv	19
dfrtp	4
mux2	1
buf	14
## timing repair
item	4_1_cts	5_1_grt
pin swaps	1	0
buffers inserted	3	0
gates resized	38	8
hold buffers	0	0
setup endpoints to repair	16	13
## registers in the layout, summed over array words and instances, names as in the netlist
name	count
disp.led7_seg_o	2
disp.digit	3
disp.led7_an_o	8
## worst paths after layout
check	slack (ps)	startpoint	cells past startpoint	to
max reg2reg	30	disp.digit[0]$_DFF_PP0_	3	disp.digit[2]$_DFF_PP0_
max	-20	disp.led7_seg_o[6]$_DFF_PP1_	2	led7_seg_o[2]
min in group clk0	530	disp.digit[2]$_DFF_PP0_	2	disp.led7_an_o[2]$_DFF_PP1_
max in group asynchronous	660	rst_i	3	disp.led7_seg_o[0]$_DFF_PP1_
min reg2reg	530	disp.digit[2]$_DFF_PP0_	2	disp.led7_an_o[2]$_DFF_PP1_
min	350	rst_i	3	disp.led7_an_o[0]$_DFF_PP0_
## cell type report
type                    count  share of cell area
clock inverters            14              0.0661
inverters                   5              0.0236
flip-flops and latches     13               0.424
clock buffers               7              0.0614
multi-input cells          18               0.192
well taps                  46              0.0724
repair buffers             21               0.161
Power is estimated from default activity; no workload was simulated.
